==> flow/design.v <==
`timescale 1ns / 1ps
module lfsr(
    CLK,
    RESET,
    OUT
    );
    parameter NUM_BITS = 8;
    input CLK;
    input RESET;
    output [NUM_BITS-1:0] OUT;
    reg [NUM_BITS:1] LFSR_r = 0;
    reg XNOR_r;
    wire [NUM_BITS-1:1] one;    
    assign one = ~(LFSR_r && LFSR_r);
    always@(posedge CLK)
        begin
            if (RESET == 1'b1)
                LFSR_r <= ~one;
            else
                LFSR_r <= {LFSR_r[NUM_BITS-1:1], XNOR_r};
        end
    always@*
        begin
            case (NUM_BITS)
                7: XNOR_r = LFSR_r[7] ^ ~LFSR_r[6];
                8: XNOR_r = LFSR_r[8] ^ ~LFSR_r[6] ^ ~LFSR_r[5] ^ ~LFSR_r[4];
            endcase
        end
    assign OUT = LFSR_r[NUM_BITS:1];
endmodule
`timescale 1ns / 1ps
module target_rdm_gen(
    input CLK,
    input RESET,
    input TARGET_ATE,
    output [14:0] RND_ADDR
    );
    wire [6:0] lfsr_7bit;
    wire [7:0] lfsr_8bit;
    lfsr #(.NUM_BITS(7)) rng_7bit(
        .CLK(CLK),
        .RESET(RESET),
        .OUT(lfsr_7bit)
        );
    lfsr #(.NUM_BITS(8)) rng_8bit(
      .CLK(CLK),
      .RESET(RESET),
      .OUT(lfsr_8bit)
      );       
    assign RND_ADDR = (RESET == 1'b1 ) ? 15'd0 : ((TARGET_ATE == 1'b1) ? {lfsr_8bit, lfsr_7bit} : 0);
endmodule
==> flow/run.sh <==
#!/bin/bash
# OpenROAD 26Q1-2900-gdf79404cd8, Yosys 0.63+post, stock flow scripts
make -C /OpenROAD-flow-scripts/flow DESIGN_CONFIG=/design/flow/config.mk WORK_HOME=/design/flow/orfs finish
==> flow/config.mk <==
export PLATFORM = sky130hd
export DESIGN_NAME = target_rdm_gen
export DESIGN_NICKNAME = target_rdm_gen
export VERILOG_FILES = /design/flow/design.v
export SDC_FILE = /design/flow/constraint.sdc
export NUM_CORES = 4
export LEC_CHECK = 1
export CORE_AREA = 10 10 70 70
export DIE_AREA = 0 0 80 80
==> flow/constraint.sdc <==
current_design target_rdm_gen

set clk_period 1.4
set clk_io_pct 0.2

create_clock -name clk0 -period $clk_period [get_ports {CLK}]

set non_clock_inputs [all_inputs -no_clocks]
set_input_delay [expr $clk_period * $clk_io_pct] -clock clk0 $non_clock_inputs
set_output_delay [expr $clk_period * $clk_io_pct] -clock clk0 [all_outputs]
==> flow_metrics.env <==
# flow metrics
export IMPL_numCtsBuffers=3
export IMPL_num_io_pins=18
export IMPL_placed_area_um2=810.8
export IMPL_port_buffers=17
export IMPL_report_final_slew_viol_count=0
export IMPL_max_stage_delay_ps=230
export IMPL_r2r_end="rng_8bit.LFSR_r[1]"
export IMPL_firstDrtPassIters=2
export IMPL_wl_per_cell_um=10.48
export IMPL_reg2reg_slack_ps=170
export IMPL_core_area_um2=3416
export IMPL_die_area_um2=6400
export IMPL_clock_sinks=15
export IMPL_die_h_um=80
export IMPL_cp_arrival_ps=1090
export IMPL_relSlewSlack=0.8435
export IMPL_antenna_cells=0
export IMPL_max_cap_viol_count=0
export IMPL_ys_seq_share=0.5195
export IMPL_tool_warnings=25
export IMPL_drive_gt1_frac=0.3373
export IMPL_final_area_um2=872.1
export IMPL_startpoint_type="primary input"
export IMPL_min_period_ps=1369
export IMPL_grt_overflow=0
export IMPL_netlist_area_um2=578.1
export IMPL_setup_viol=0
export IMPL_grt_util_met1=0.06430
export IMPL_syn_inst=58
export IMPL_clk_pin_slew_ps=80
export IMPL_clock_fmax_mhz=730.6
export IMPL_area_growth_pct=50.87
export IMPL_first_global_vias=502
export IMPL_yosys_cells=58
export IMPL_layout_top_cell="dfxtp_1"
export IMPL_drt_total_wl_um=1352
export IMPL_hold_end="rng_7bit.LFSR_r[6]"
export IMPL_grt_use_met3=0.02386
export IMPL_drc=0
export IMPL_min_path_cells=3
export IMPL_power_density_nw_per_um2=910.2
export IMPL_worst_slack_ps=31.24
export IMPL_top_usage_layer="met1"
export IMPL_gp_congestion=0.7343
export IMPL_crit_start="TARGET_ATE"
export IMPL_place_worst_setup_slack_ps=-540.0
export IMPL_antenna_left=0
export IMPL_status="finished, final reports clean"
export IMPL_path_max_fanout=7
export IMPL_min_from="RESET"
export IMPL_crit_required_ps=1120
export IMPL_peakVddDrop_mv=0.5209
export IMPL_htreeDepth=1
export IMPL_r2r_cells=3
export IMPL_grt_use_met2=0.05859
export IMPL_drtIter0Drc=24
export IMPL_clockRootBuffer="clkbuf_4"
export IMPL_fp_row_count=21
export IMPL_leakage_uw=0.0003951
export IMPL_min_path_type="primary input to register"
export IMPL_critPathKind="primary input to output pin"
export IMPL_num_vias=459
export IMPL_end_kind="output pin"
export IMPL_finalHoldViolCount=0
export IMPL_fillers=382
export IMPL_ys_area_um2=578.1
export IMPL_most_common_layout_cells="15 x dfxtp_1, 10 x nor2b_1, 9 x and2_4, 7 x buf_2, 6 x and2_1"
export IMPL_yosysWarnings=2
export IMPL_initial_core_util=0.1692
export IMPL_ys_seq_elements=15
export IMPL_finalClockPeriodUsage=0.9777
export IMPL_r2r_start="rng_8bit.LFSR_r[3]"
export IMPL_syn_avg_cell_area_um2=9.966
export IMPL_finalClockSkew_ps=0.3312
export IMPL_die_x_um=80
export IMPL_worstMarginPinSlew_ps=231.5
export IMPL_grt_pass1_wl_um=2277
export IMPL_rsz0062_at_grt="false"
export IMPL_dp_hpwl_um=925.4
export IMPL_insertion_delay_ps=280
export IMPL_grtUsageTotal=0.04467
export IMPL_cp_slowest_cell="dlygate4sd2_1"
export IMPL_antenna_found_initial=0
export IMPL_grt_max_degree=18
export IMPL_synth_distinct_cells=14
export IMPL_vias_per_cell=3.558
export IMPL_cts_tree="built"
export IMPL_clock_path_buffers=2
export IMPL_path_cells="clkdlybuf4s15_1 > nor2b_4 > buf_6 > and2_4 > dlygate4sd2_1"
power by group:
part	switching, uW	leakage, uW	internal, uW
combinational	33.2	0.000256	57.2
clock	129	0.0000150	111
sequential	15.8	0.000124	448
total	178	0.000395	616
stage by stage:
| step | utilization | std cells | total power [uW] | TNS [ps] | hold slack (ps) |
|---|---|---|---|---|---|
| detailed placement | 0.2374 | 121 | 551.4 | -7955 | 435.6 |
| finish | 0.2553 | 129 | 793.8 | 0 | 421.2 |
| global route | 0.2553 | 129 | 835.9 | 0 | 431.9 |
| floorplan | - | 58 | 508.4 | 0 | 351.6 |
| global placement | 0.2374 | 121 | 550.6 | -7825 | 436.9 |
| CTS | 0.2564 | 130 | 803.4 | 0 | 409.9 |
routing by layer:
layer	vias up	routed length [um]	part of all wire
met4	0	8	0.0059
met2	17	517	0.38
li1	236	-	-
met1	204	708	0.52
met5	-	0	0
met3	2	117	0.087
worst max-delay path by stage:
stage,slack [ps],cells after the start,endpoint
finish,30,5,RND_ADDR[3]
global route,0.4,5,RND_ADDR[4]
CTS,4,6,RND_ADDR[10]
flip-flops by register name (all words and copies together), names as in the netlist:
register / flops
rng_8bit.LFSR_r: 8
rng_7bit.LFSR_r: 7
logic make-up (layout without fill, tap and decap cells):
kind of cell    Yosys count  in the layout  synth area share
simple gates             34             34            0.3766
flops                    15             15            0.5195
xor+xnor                  4              4           0.06062
compound gates            3              3           0.02597
buf+inv                   2             27           0.01732
cell type report:
class | instances | area (um^2) | share of cell area
Clock buffer | 4 | 26.28 | 0.03013
Multi-Input combinational cell | 41 | 297.8 | 0.3415
Timing Repair Buffer | 23 | 190.2 | 0.2181
Tap cell | 46 | 57.56 | 0.06600
Sequential cell | 15 | 300.3 | 0.3443
worst max-delay path, delay by kind of cell:
| kind | cells | cell delay [ps] |
|---|---|---|
| buffers and inverters | 3 | 530 |
| AND/OR/NAND/NOR | 2 | 280 |
cells in the mapped netlist:
cell,count,share of area
and2_1,15,0.16
nor4_1,1,0.011
nor2_1,1,0.0065
buf_2,2,0.017
a21oi_1,1,0.0086
nor2b_2,1,0.015
nor2b_1,11,0.12
or2_1,2,0.022
nor4b_1,1,0.015
dfxtp_1,15,0.52
xnor2_1,3,0.045
o21ai_1,2,0.017
xor2_1,1,0.015
or4_1,2,0.026
what timing repair did:
| action | in CTS | in global routing |
|---|---|---|
| endpoints found under the setup margin | 15 | 5 |
| cloned | 1 | 0 |
| hold endpoints to repair | 0 | 0 |
| setup buffers | 4 | 0 |
| pin swaps | 0 | 1 |
| hold buffers | 0 | 0 |
| gates resized | 53 | 4 |
Power and IR drop assume default switching activity.
