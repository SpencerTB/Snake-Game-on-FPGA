--- ./config.mk ---
export PLATFORM = sky130hd
export DESIGN_NAME = seg_7_disp
export DESIGN_NICKNAME = seg_7_disp
export VERILOG_FILES = /design/flow/design.v
export SDC_FILE = /design/flow/constraint.sdc
export NUM_CORES = 4
export LEC_CHECK = 1
export CORE_AREA = 10 10 70 70
export DIE_AREA = 0 0 80 80
--- ./constraint.sdc ---
current_design seg_7_disp

set clk_period 1.5
set clk_io_pct 0.2

create_clock -name clk0 -period $clk_period

set non_clock_inputs [all_inputs -no_clocks]
set_input_delay [expr $clk_period * $clk_io_pct] -clock clk0 $non_clock_inputs
set_output_delay [expr $clk_period * $clk_io_pct] -clock clk0 [all_outputs]
--- ./design.v ---
`timescale 1ns / 1ps
module seg_7_disp(
    input [3:0] SEG_SELECT_IN,
    input [3:0] BIN_IN,
    input DOT_IN,
    output [3:0] SEG_SELECT_OUT,
    output [7:0] HEX_OUT
    );
        wire A, B, C, D;
        assign B = BIN_IN[0];
        assign A = BIN_IN[1];
        assign D = BIN_IN[2];
        assign C = BIN_IN[3];
        assign HEX_OUT[0]=((~A)&B&(~C)&(~D)) | ((~A)&(~B)&(~C)&D) | ((~A)&B&C&D) | (A&B&C&(~D));
        assign HEX_OUT[1]=((~A)&B&(~C)&D) | ((~B)&C&D) | (A&B&C) | (A&(~B)&D);
        assign HEX_OUT[2]=((~B)&C&D) | (A&C&D) | (A&(~B)&(~C)&(~D));
        assign HEX_OUT[3]=((~A)&(~B)&(~C)&D) | ((~A)&B&(~D)) | (A&B&D) | (A&(~B)&C&(~D));
        assign HEX_OUT[4]=((~A)&(~C)&D) | (B&~C) | ((~A)&B&(~D));
        assign HEX_OUT[5]=((~A)&B&C&D) | (A&(~C)&(~D)) | (B&(~C)&(~D)) | (A&B&(~C));
        assign HEX_OUT[6]=((~A)&(~C)&(~D)) | (A&B&(~C)&D) | ((~A)&(~B)&C&D);
        assign HEX_OUT[7]=~DOT_IN;
        wire E, F;
        assign E=SEG_SELECT_IN[0];
        assign F=SEG_SELECT_IN[1];
        assign SEG_SELECT_OUT[0] = ~((~F)&(~E));
        assign SEG_SELECT_OUT[1] = ~((~F)&(E));
        assign SEG_SELECT_OUT[2] = ~((F)&(~E));
        assign SEG_SELECT_OUT[3] = ~((F)&(E));
endmodule
--- ./run.sh ---
#!/bin/bash
# OpenROAD 26Q1-2900-gdf79404cd8, Yosys 0.63+post, stock flow scripts
make -C /OpenROAD-flow-scripts/flow DESIGN_CONFIG=/design/flow/config.mk WORK_HOME=/design/flow/orfs finish
==> reports/qor_table.md <==
| Result | Value | Unit |
|:---|:---|:---|
| Result of the run | complete, no violations | - |
| Vias after detailed routing | 360 | - |
| Largest net degree at the start of global routing | 8 | - |
| Highest clock rate | 0.692 | GHz |
| Final-report max-slew violation count | 0 | - |
| Biggest area consumer among synthesized cells | o31ai_1 | - |
| Routability Congestion | 0.716 | - |
| Final wirelength | 903 | um |
| Kind of start point of the critical path | input pin | - |
| Overall global routing resource usage | 2.93 | % |
| Core area | 3420 | sq um |
| Hold Path Cell Cnt | 4 | - |
| Sequential cell count of the final layout | 0 | - |
| Leftover overflow at the end of global routing | 0 | - |
| RSZ-0062 raised after global routing | no | - |
| Cell count in the Yosys report | 36 | - |
| Final hold violations | 0 | - |
| Number of placed I/O pins | 21 | - |
| Worst-path maximum fanout | 3 | - |
| Largest vdd supply drop | 0.0453 | mV |
| Hpwl dp | 782 | um |
| Worst-margin pin slew | 230 | ps |
| Antenna Diode Count | 0 | - |
| Yosys-reported design area after synthesis | 231 | sq um |
| Placed cell areas | 531 | sq um |
| Mean area per synthesized cell | 6.43 | sq um |
| Overall die width | 80 | um |
| Mean number of vias per cell | 3.30 | - |
| Count of port buffers added during placement | 19 | - |
| Initial antenna violation count | 0 | - |
| Fraction of final layout cells with drive strength greater than 1 | 38.1 | % |
| Leak Pwr | 0.247 | nW |
| Most instantiated logic cells after routing | 10 x buf_4, 10 x dlygate4sd2_1, 4 x nand2_1, 4 x buf_6 | - |
| Number of nets with antenna violations after detailed routing | 0 | - |
| Worst hold path class | in2out | - |
| Height of the chip | 80 | um |
| Top cell type's share of synthesized area | 9.73 | % |
| Number of instances in the synthesized netlist | 36 | - |
| Number of different library cells in the post-synthesis netlist | 24 | - |
| Count of routing violations after the opening detailed-route iteration | 28 | - |
| Routed len/inst | 8.28 | um |
| Final design utilization | 16.1 | % |
| Worst path arrival time | 1140 | ps |
| Power density over cell area | 244 | nW/um^2 |
| Largest cells by area | o31ai_1 9.7%, nand2b_1 8.1%, nand2_1 6.5%, nand2b_4 5.9%, a31oi_1 5.4% | - |
| Min cycle time layout | 1440 | ps |
| Register Area | 0 | sq um |
| Worst Path Class, Setup | in2out | - |
| Finished Layout Cells | 109 | - |
| Clock Buffer Count | 0 | - |
| Layout-stage area growth over the synthesis result | 138 | % |
| Combined area of all synthesized cells | 231 | sq um |
| Ratio of final minimum period to clock period | 96.3 | % |
| Number of cells after detailed placement | 108 | - |
| Global-route wire length before repair | 1.64 | mm |
| Die area | 6400 | sq um |
| Row count | 21 | - |
| Number of iterations in the first detailed-routing pass | 4 | - |
| Remaining DRCs | 0 | - |
| Number of failing setup endpoints in the final timing report | 0 | - |
| Initial standard-cell utilization of the core | 6.78 | % |
| Post-route cell area | 551 | sq um |
| Capturing element type of the critical path | primary output | - |
| Via count of the first global-routing pass | 380 | - |
| Required time at the endpoint of the critical path | 1200 | ps |
| Tool warnings | 35 | - |
| Final hold slack | 1060 | ps |
| Warnings from Yosys | 0 | - |
| Max_cap viols | 0 | - |
| Sequential fraction of the synthesis area | 0 | % |
| Max-Slew Margin vs Limit | 84.6 | % |
-- power breakdown --
group / internal, mW / switching, mW
clock: 0 / 0
sequential: 0 / 0
combinational: 0.0830 / 0.0516
total: 0.0830 / 0.0516
-- per-layer routing --
| layer | vias to the layer above | share of wire (%) | global-route usage (%) |
|---|---|---|---|
| li1 | 186 | - | - |
| met1 | 157 | 39 | 3.49 |
| met2 | 17 | 42 | 4.74 |
| met3 | 0 | 19 | 1.70 |
| met4 | 0 | 0 | 0 |
| met5 | - | 0 | 0 |
-- final cells by class --
class | instances | area (sq um)
fillers | 398 | 2870
inverters | 4 | 15.0
multi-input cells | 29 | 215
well taps | 46 | 57.6
repair buffers | 30 | 263
-- cells in the mapped netlist --
library cell  number
nand2_1            4
inv_1              3
nand2b_1           3
o31ai_1            3
a31oi_1            2
nor3_1             2
o21ai_0            2
a21oi_1            1
a22o_1             1
buf_2              1
buf_4              1
buf_6              1
inv_2              1
nand2b_4           1
nand3_1            1
nor2_1             1
nor4b_1            1
o211ai_2           1
o21a_1             1
o21ai_2            1
o22ai_1            1
o2bb2ai_1          1
or2_2              1
xnor2_1            1
-- what timing repair did --
action | 4_1_cts | 5_1_grt
hold buffers | 0 | 0
gates resized | 43 | 2
pin swaps | 3 | 1
buffers inserted | 1 | 0
endpoints found under the setup margin | 12 | 2
-- per-stage QoR --
step,setup slack (ps),TNS (ps),power [mW]
floorplan,332,0,0.0494
global placement,-669,-5200,0.141
detailed placement,-683,-5300,0.141
CTS,40.6,0,0.135
global route,5.08,0,0.153
finish,55.1,0,0.135
-- worst max-delay path: stages --
cell and delay, ps:
clkdlybuf4s15_1 190, buf_4 140, nand2b_1 60, clkdlybuf4s50_1 460
-- cells by family (layout without fill, tap and decap cells) --
kind of cell	count (synthesis)	after routing	synth area share [%]
buffers and inverters	7	34	16.8
XOR/XNOR	1	1	3.78
AND-OR/OR-AND	14	14	44.3
AND/OR/NAND/NOR	14	14	35.1
-- worst paths after layout --
kind / from / to / slack [ps]
max: SEG_SELECT_IN[0] / SEG_SELECT_OUT[1] / 60
min: BIN_IN[3] / HEX_OUT[0] / 1060
Power figures rest on the tool's default switching activity, not on a simulated workload.
